[flow/run.sh]
#!/bin/bash
# OpenROAD 26Q1-2900-gdf79404cd8, Yosys 0.63+post, stock flow scripts
make -C /OpenROAD-flow-scripts/flow DESIGN_CONFIG=/design/flow/config.mk WORK_HOME=/design/flow/orfs finish
[flow/config.mk]
export PLATFORM = sky130hd
export DESIGN_NAME = echo
export DESIGN_NICKNAME = echo
export VERILOG_FILES = /design/flow/design.v
export SDC_FILE = /design/flow/constraint.sdc
export NUM_CORES = 4
export LEC_CHECK = 1
export CORE_UTILIZATION = 50
[flow/constraint.sdc]
current_design echo

set clk_period 3.7
set clk_io_pct 0.2

create_clock -name clk0 -period $clk_period [get_ports {clock}]

set non_clock_inputs [all_inputs -no_clocks]
set_input_delay [expr $clk_period * $clk_io_pct] -clock clk0 $non_clock_inputs
set_output_delay [expr $clk_period * $clk_io_pct] -clock clk0 [all_outputs]
[flow/design.v]
module echo (
  clock,      
  rx,         
  tx,         
  rx_led,
  tx_led
);
input clock;
input rx;
output tx;
output rx_led;
output tx_led;
parameter [31:0] FREQ = 50000000;  
parameter [31:0] RATE = 115200;  
parameter BITLENGTH = FREQ / RATE;
parameter [1:0]
  RX_IDLE = 2'h0,
  RX_START = 2'h1,
  RX_RECEIVE = 2'h2,
  RX_STOP = 2'h3;
  parameter [1:0]
  TX_IDLE = 2'h0,
  TX_START = 2'h1,
  TX_SEND = 2'h2,
  TX_STOP = 2'h3;
assign rx_led = ~rx;
assign tx_led = ~tx;
reg [3:0] reset_reg;
wire reset = reset_reg[3];
initial reset_reg = 4'b1111;
always @ (posedge clock)
begin
  reset_reg <= {reset_reg[2:0],1'b0};
end
reg [1:0] rx_state, next_rx_state;
reg [9:0] rx_count, next_rx_count;
reg [2:0] rx_bitcount, next_rx_bitcount;
reg [7:0] rxByte, next_rxByte;
reg byteready, next_byteready;
always @(posedge clock or posedge reset) 
begin
  if (reset) begin
    rx_state <= RX_IDLE;
    rx_bitcount <= 3'b0;
    rxByte <= 8'b0;
    byteready <= 1'b0;
    rx_count <= 10'd0;
  end else begin 
    rx_state <= next_rx_state;
    rx_bitcount <= next_rx_bitcount;
    rxByte <= next_rxByte;
    byteready <= next_byteready;
    rx_count <= next_rx_count;
  end
end
always @* 
begin
  next_rx_state = rx_state;
  next_rx_bitcount = rx_bitcount;
  next_rxByte = rxByte;
  next_byteready = 1'b0;
  next_rx_count = 0;
  case(rx_state)
    RX_IDLE: begin
      if (!rx) begin
        next_rx_state = RX_START;
      end
    end
    RX_START: begin
      if (!rx) begin
        next_rx_count = rx_count + 1'b1;
        if (rx_count == BITLENGTH/2 - 1) begin
          next_rx_state = RX_RECEIVE;
          next_rx_count = 0;
          next_rxByte = 8'b0;
        end
      end else begin
        next_rx_state = RX_IDLE;
      end
    end
    RX_RECEIVE: begin
      next_rx_count = rx_count + 1'b1;
      if (rx_count == BITLENGTH - 1) begin
        next_rx_count = 0;
        next_rx_bitcount = rx_bitcount + 1'b1;
        next_rxByte = {rx, rxByte[7:1]};
        if (rx_bitcount == 3'd7)
          next_rx_state = RX_STOP;
      end
    end
    RX_STOP: begin
      next_rx_count = rx_count + 1'b1;
      if (rx_count == BITLENGTH - 1) begin
        next_rx_count = 0;
        next_byteready = 1'b1;
        next_rx_state = RX_IDLE;
      end
    end
  endcase
end
reg [10:0] wr_pointer, rd_pointer, rd_stop;
reg [7:0] ram [0:2047];
reg [7:0] data_out;
reg data_available;
always @(posedge clock or posedge reset)
begin
  if (reset) begin
    wr_pointer <= 11'd0;
    rd_stop <= 11'd0;
  end else if (byteready) begin
    ram[wr_pointer] <= rxByte;
    wr_pointer <= wr_pointer + 1'b1;
    if (rxByte == 8'h0d)  
      rd_stop <= wr_pointer + 1'b1;
  end
end
assign stop = (rd_pointer == rd_stop);  
always @(posedge clock or posedge reset)
begin
  if (reset) begin
    data_out <= 0;
    rd_pointer <= 11'd0;
    data_available <= 1'b0;
  end else if (~stop & byteDone & ~data_available) begin
    data_out <= ram[rd_pointer];
    rd_pointer <= rd_pointer + 1'b1;
    data_available <= 1'b1;
  end else
    data_available <= 1'b0;
end
reg [1:0] tx_state, next_tx_state;
reg [9:0] tx_count, next_tx_count;
reg [2:0] tx_bitcount, next_tx_bitcount;
reg [7:0] txByte, next_txByte;
reg tx, next_tx;
reg byteDone, next_byteDone;
always @(posedge clock or posedge reset) 
begin
  if (reset) begin
    tx_state <= TX_IDLE;
    tx_bitcount <= 3'b0;
    txByte <= 8'b0;
    byteDone <= 1'b1;
    tx_count <= 10'd0;
    tx <= 1'b1;
  end else begin 
    tx_state <= next_tx_state;
    tx_bitcount <= next_tx_bitcount;
    txByte <= next_txByte;
    byteDone <= next_byteDone;
    tx_count <= next_tx_count;
    tx <= next_tx;
  end
end
always @*
begin
  next_tx_state = tx_state;
  next_tx_bitcount = tx_bitcount;
  next_txByte = txByte;
  next_byteDone = 1'b1;
  next_tx_count = 0;
  next_tx = tx;
  case(tx_state)
    TX_IDLE: begin
      next_tx = 1'b1;
      next_tx_bitcount = 0;
      if (data_available) begin
        next_tx_state = TX_START;
        next_byteDone = 0;
        next_txByte = data_out;
        next_tx = 1'b0;
      end
    end
    TX_START: begin
      next_tx_count = tx_count + 1'b1;
      next_byteDone = 0;
      if (tx_count == BITLENGTH - 1) begin
        next_tx_state = TX_SEND;
        next_tx_count = 0;
        next_tx = txByte[0];
        next_txByte = {1'b0, txByte[7:1]};
      end
    end
    TX_SEND: begin
      next_tx_count = tx_count + 1'b1;
      next_byteDone = 0;
      if (tx_count == BITLENGTH - 1) begin
        next_tx_count = 0;
        next_tx_bitcount = tx_bitcount + 1'b1;
        if (tx_bitcount == 3'd7) begin
          next_tx_state = TX_STOP;
          next_tx = 1'b1;
        end else begin
          next_tx = txByte[0];
          next_txByte = {1'b0, txByte[7:1]};
        end
      end
    end
    TX_STOP: begin
      next_tx_count = tx_count + 1'b1;
      next_byteDone = 0;
      if (tx_count == BITLENGTH - 1) begin
        next_tx_count = 0;
        next_tx_bitcount = tx_bitcount + 1'b1;
        if (tx_bitcount == 3'd1) begin
          next_tx_state = TX_IDLE;
          next_byteDone = 1'b1;
        end
      end
    end
  endcase
end
endmodule
==> run notes <==
Notes on the flow outputs.

- The mean cell area of the mapped netlist reads ~17 sq um.
- The vertical die dimension is 1.12 mm.
- The stage where the run came to a stop is global routing (5_1_grt).
- Looking at the clock tree report, the maximum root-to-sink buffer count equals 6.
- The post-placement setup slack reads -3320 ps.
- The fraction of synthesized cell area taken by the top area cell type reads 0.789.
- The core utilization at floorplan reads 0.501.
- The post-synth count of flops with an enable pin is around 16k.
- For this run, the chip area from Yosys synthesis comes to ~620000 sq um.
- The number of buffers added on ports is 4.
- The via count of the first global-routing pass is 681k.
- Yosys shows that the main logic family after synthesis is AND-OR/OR-AND gates.
- The async set or reset register ratio after synthesis reads 0.00576.
- The largest net degree at the start of global routing is 148.
- The cell type with the largest total area reads sky130_fd_sc_hd__edfxtp_1.
- The prevailing post-synth register cell reads sky130_fd_sc_hd__edfxtp_1.
- The CTS sink count is around 16k.
- The run stopped with a tool error.
- In the Yosys stats the netlist draws on about 94 distinct library cells.
- The global-route wire length before repair reads between 8000 and 9000 mm.
- Per the synthesis report, the simple-gate share of the synthesized area is 0.0750.
- The cell-mix breakdown from Yosys lists the XOR/XNOR area share as 0.000842.
- The synthesized cell area is ~620000 sq um.
- The H-tree depth is 7.
- Looking at the clock tree report, the root buffer type is sky130_fd_sc_hd__clkbuf_16.
- The overall global routing resource usage is 1.13.
- Per the synthesis report, the adder-cell share of the synthesized area is 0.000361.
- The quantity of hold-fixing buffers added after cts reads 0.
- For this run, the number of Yosys warnings is 3.
- The first error in the log reads "[ERROR GRT-0116] Global routing finished with congestion. Check the congestion regions in the DRC Viewer".
- The congestion estimate from routability-driven global placement came to ~2.0.
- According to the floorplan report, the die width is ~1.1 mm.
- The I/O pin count is 5.
- The number of buffers added by the clock tree synthesis step reads ~1.7k.
- For reference, the placement row count at floorplan is around 400.
- For reference, the mux area share after synthesis is 0.000279.
- The total half-perimeter wirelength after legalization and detailed placement is about 4300 mm.
- The cell-mix breakdown from Yosys lists the compound-gate area share as 0.117.
- The number of cells in the design after placement is 65.6k.
- Per Yosys stat, the portion of area used by sequential elements is 0.793.
- For this design, Yosys synthesis ends with a cell count of between 30k and 40k.
- The instance tally after logic synthesis is approximately 37k.
- The sum of overflow across all layers after global routing reads 226k.
- The total cell area at the placement stage reads between 700000 and 800000 sq um.
- The main area contributors are sky130_fd_sc_hd__edfxtp_1, sky130_fd_sc_hd__a22oi_1, sky130_fd_sc_hd__nor2_1.
- The number of synthesized register bits is ~16k.
[layer usage]
metal,track usage,overflow
met4,0.895,15800
met1,1.28,83700
met2,1.26,94000
met3,0.979,30000
met5,0.840,2871
[cells by family after synthesis]
| group | Yosys count |
|---|---|
| AND-OR/OR-AND | 9294 |
| adder cells (fa/ha/maj) | 18 |
| other | 1 |
| multiplexers | 17 |
| buffers and inverters | 2010 |
| XOR/XNOR | 60 |
| flip-flops | 16500 |
| AND/OR/NAND/NOR | 9363 |
[Yosys cell counts, types with 273 or more instances]
cell and instances:
sky130_fd_sc_hd__a32oi_1 1034, sky130_fd_sc_hd__o22ai_1 273, sky130_fd_sc_hd__nand3_1 649, sky130_fd_sc_hd__a21oi_1 345, sky130_fd_sc_hd__a22oi_1 4469, sky130_fd_sc_hd__buf_1 397, sky130_fd_sc_hd__nand4_1 1445, sky130_fd_sc_hd__o21ai_0 341
sky130_fd_sc_hd__clkbuf_1 839, sky130_fd_sc_hd__nand2_1 1273, sky130_fd_sc_hd__edfxtp_1 16400, sky130_fd_sc_hd__buf_2 674, sky130_fd_sc_hd__nor3_1 1851, sky130_fd_sc_hd__nor2_1 2793, sky130_fd_sc_hd__a221oi_1 454, sky130_fd_sc_hd__nor4_1 516
sky130_fd_sc_hd__a22o_1 1042
[repair_timing]
action | CTS
setup endpoints to repair | 30
buffers inserted | 259
gates resized | 540
cloned | 13
pin swaps | 144
[through the flow]
| step | utilization | power [mW] |
|---|---|---|
| 4_1_cts | 0.679 | 370 |
| 3_3_place_gp | 0.631 | 206 |
| 2_1_floorplan | - | 206 |
| 3_5_place_dp | 0.632 | 206 |
Power and IR drop assume default switching activity.
