$ cat /design/flow/run.sh
#!/bin/bash
# OpenROAD 26Q1-2900-gdf79404cd8, Yosys 0.63+post, stock flow scripts
make -C /OpenROAD-flow-scripts/flow DESIGN_CONFIG=/design/flow/config.mk WORK_HOME=/design/flow/orfs finish
$ cat /design/flow/config.mk
export PLATFORM = sky130hd
export DESIGN_NAME = trigger
export DESIGN_NICKNAME = trigger
export VERILOG_FILES = /design/flow/design.v
export SDC_FILE = /design/flow/constraint.sdc
export NUM_CORES = 4
export LEC_CHECK = 1
export CORE_UTILIZATION = 30
$ cat /design/flow/constraint.sdc
current_design trigger

set clk_period 3.8
set clk_io_pct 0.2

create_clock -name clk0 -period $clk_period [get_ports {clock}]

set non_clock_inputs [all_inputs -no_clocks]
set_input_delay [expr $clk_period * $clk_io_pct] -clock clk0 $non_clock_inputs
set_output_delay [expr $clk_period * $clk_io_pct] -clock clk0 [all_outputs]
$ cat /design/flow/design.v
`timescale 1ns/100ps
module stage(
  clock, reset, dataIn, validIn,
  wrMask, wrValue, wrEdge, 
  wrConfig, config_data,
  arm, demux_mode, level,
  run, match);
parameter TRUE = 1'b1;
parameter FALSE = 1'b0;
input clock, reset;
input validIn;
input [31:0] dataIn;		 
input wrMask;			 
input wrValue;		 
input wrEdge;			 
input wrConfig;		 
input [31:0] config_data;	 
input arm;
input demux_mode;
input [1:0] level;
output run;
output match;
reg [31:0] dataIn_dlyd;
reg validIn_dlyd;
reg [31:0] maskRegister, next_maskRegister;
reg [31:0] valueRegister, next_valueRegister;
reg [31:0] edgeRegister, next_edgeRegister;
reg [27:0] configRegister, next_configRegister;
reg [15:0] counter, next_counter; 
reg [31:0] shiftRegister, next_shiftRegister;
reg match32Register, next_match32Register;
reg run, next_run;
reg match, next_match;
wire cfgStart = configRegister[27];
wire cfgSerial = configRegister[26];
wire [4:0] cfgChannel = configRegister[24:20];
wire [1:0] cfgLevel = configRegister[17:16];
wire [15:0] cfgDelay = configRegister[15:0];
always @ (posedge clock)
  if (wrConfig) begin
    dataIn_dlyd <= 0;
    validIn_dlyd <= 0;
  end else begin
    dataIn_dlyd <= validIn ? dataIn : dataIn_dlyd;
    validIn_dlyd <= validIn | validIn_dlyd;
  end
always @ (posedge clock or posedge reset)
  if (reset) begin
    maskRegister <= 0;
    valueRegister <= 0;
    edgeRegister <= 0;
    configRegister <= 0;
  end else begin
    maskRegister <= next_maskRegister;
    valueRegister <= next_valueRegister;
    edgeRegister <= next_edgeRegister;
    configRegister <= next_configRegister;
  end
always @*
begin
  next_maskRegister = (wrMask) ? config_data : maskRegister;
  next_valueRegister = (wrValue) ? config_data : valueRegister;
  next_edgeRegister = (wrEdge) ? config_data : edgeRegister;
  next_configRegister = (wrConfig) ? config_data[27:0] : configRegister;
end
wire [31:0] testValue = (cfgSerial) ? shiftRegister : dataIn;
wire [31:0] edgeMatch, bitMatch;
genvar i;
generate
  for(i = 0 ; i < 32 ; i = i + 1)
    begin
      assign edgeMatch[i] = validIn_dlyd & (valueRegister[i] ? (dataIn[i] & ~dataIn_dlyd[i]) : (~dataIn[i] & dataIn_dlyd[i]));
      assign bitMatch[i] = ~maskRegister[i] | ((edgeRegister[i] & ~cfgSerial) ? edgeMatch[i] : (~testValue[i] ^ valueRegister[i]));
    end
endgenerate
wire matchL16 = &bitMatch[15:0];
wire matchH16 = &bitMatch[31:16];
always @(posedge clock) 
begin
  match32Register <= next_match32Register;
end
always @*
begin
  if (demux_mode) 
    next_match32Register = matchL16 | matchH16;
  else next_match32Register = matchL16 & matchH16;
end
wire serialChannelL16 = dataIn[{1'b0,cfgChannel[3:0]}];
wire serialChannelH16 = dataIn[{1'b1,cfgChannel[3:0]}];
always @(posedge clock) 
begin
  shiftRegister <= next_shiftRegister;
end
always @*
begin
  next_shiftRegister = shiftRegister;
  if (validIn)
    if (demux_mode)  
      next_shiftRegister = {shiftRegister,serialChannelH16,serialChannelL16};
    else next_shiftRegister = {shiftRegister, (cfgChannel[4]) ? serialChannelH16 : serialChannelL16};
end
parameter [1:0]
  OFF = 2'h0,
  ARMED = 2'h1,
  MATCHED = 2'h2;
reg [1:0] state, next_state;
initial state = OFF;
always @(posedge clock or posedge reset) 
begin
  if (reset) 
    begin
      state = OFF;
      counter = 0;
      match = FALSE;
      run = FALSE;
    end
  else 
    begin
      state = next_state;
      counter = next_counter;
      match = next_match;
      run = next_run;
    end
end
always @*
begin
  #1;
  next_state = state;
  next_counter = counter;
  next_match = FALSE;
  next_run = FALSE;
  case (state) // synthesis parallel_case
    OFF : 
      begin
        if (arm) next_state = ARMED;
      end
    ARMED : 
      begin
        next_counter = cfgDelay;
        if (match32Register && (level >= cfgLevel)) 
          next_state = MATCHED;
      end
    MATCHED : 
      begin
        if (validIn)
	  begin
            next_counter = counter-1'b1;
            if (~|counter)
	      begin
                next_run = cfgStart;
                next_match = ~cfgStart;
                next_state = OFF;
              end
	  end
      end
  endcase
end
endmodule
`timescale 1ns/100ps
module trigger(
  clock, reset, 
  dataIn, validIn, 
  wrMask, wrValue,
  wrConfig, wrEdge,
  config_data,
  arm, demux_mode, 
  capture, run);
input clock, reset;
input validIn;
input [31:0] dataIn;		 
input [3:0] wrMask;		 
input [3:0] wrValue;		 
input [3:0] wrConfig;		 
input [3:0] wrEdge;		 
input [31:0] config_data;	 
input arm;
input demux_mode;
output capture;			 
output run;			 
reg capture, next_capture;
reg [1:0] levelReg, next_levelReg;
wire [3:0] stageRun;
wire run = |stageRun;
wire [3:0] stageMatch;
stage stage0 (
  .clock(clock), .reset(reset), .dataIn(dataIn), .validIn(validIn), 
  .wrMask(wrMask[0]), .wrValue(wrValue[0]), .wrEdge(wrEdge[0]), 
  .wrConfig(wrConfig[0]), .config_data(config_data),
  .arm(arm), .level(levelReg), .demux_mode(demux_mode),
  .run(stageRun[0]), .match(stageMatch[0]));
stage stage1 (
  .clock(clock), .reset(reset), .dataIn(dataIn), .validIn(validIn), 
  .wrMask(wrMask[1]), .wrValue(wrValue[1]), .wrEdge(wrEdge[1]), 
  .wrConfig(wrConfig[1]), .config_data(config_data),
  .arm(arm), .level(levelReg), .demux_mode(demux_mode),
  .run(stageRun[1]), .match(stageMatch[1]));
stage stage2 (
  .clock(clock), .reset(reset), .dataIn(dataIn), .validIn(validIn), 
  .wrMask(wrMask[2]), .wrValue(wrValue[2]), .wrEdge(wrEdge[2]), 
  .wrConfig(wrConfig[2]), .config_data(config_data),
  .arm(arm), .level(levelReg), .demux_mode(demux_mode),
  .run(stageRun[2]), .match(stageMatch[2]));
stage stage3 (
  .clock(clock), .reset(reset), .dataIn(dataIn), .validIn(validIn), 
  .wrMask(wrMask[3]), .wrValue(wrValue[3]), .wrEdge(wrEdge[3]), 
  .wrConfig(wrConfig[3]), .config_data(config_data),
  .arm(arm), .level(levelReg), .demux_mode(demux_mode),
  .run(stageRun[3]), .match(stageMatch[3]));
initial levelReg = 2'b00;
always @(posedge clock or posedge reset) 
begin : P2
  if (reset) 
    begin
      capture = 1'b0;
      levelReg = 2'b00;
    end
  else 
    begin
      capture = next_capture;
      levelReg = next_levelReg;
    end
end
always @*
begin
  #1;
  next_capture = arm | capture;
  next_levelReg = levelReg;
  if (|stageMatch) next_levelReg = levelReg + 1;
end
endmodule
==> out/results.txt <==
CP Launch Type: input port
Critical path capture point type: register
Worst-path fanout max: 12
Die X-Extent: 365.1 um
Cell taking the most area after synthesis: dfrtp_1
Top cells by area, synth: dfrtp_1 (36%), mux2_2 (17%), edfxtp_1 (9.7%), dfxtp_1 (6.9%), nand2_1 (3.9%)
Grt total ovfl: 0
Clk pwr share: 35.7%
HP Class: register to register
Post-DP HPWL: 81.26 mm
Largest type area fraction: 35.87%
Fin. Hold Viols: 0
GR Util All Layers: 19.34%
Fin area: 45440 um2
Chip area: 133300 um2
FF-to-FF setup slack: 0.44 ns
Main flop type: dfrtp_1
Crit share post-route: 96.50%
Combinational power share: 17.8%
Unrepaired setup endpoints after global routing: false
Peak Freq: 272.7 MHz
Hold depth: 1
WL met3: 10.67 mm
Warnings from Yosys: 3
Core Area: 130100 um2
DRT Pass-1 Iters: 5
Final setup vio count: 0
P_int: 16.93 mW
VDD IR-drop max: 321.6 uV
Pwr/cell area: 526.5 nW/um2
Vias in the first global route: 28450
Status: complete, no violations
Core Density at Floorplan: 30.39%
Clock slew at reported path FFs: 0.06 ns
Register share after synthesis: 52.48%
# Cells Yosys: 3431
Antenna-violating nets left: 0
DR vias/cell: 5.377
DR iter-0 viols: 1903
Psw: 6.993 mW
CTS tree: built
Netlist cell types: 71
Die H: 365.1 um
Slew HR: 32.30%
Final WL: 123.1 mm
Worst min-delay path endpoint: stage0.match$_DFF_PP0_
Syn avg cell area: 11.53 um2
Io pins: 87
Synthesized area: 39550 um2
Sequential Power Share: 46.5%
Top Layer Used: met5
Yosys stat area: 39550 um2
Flip-flops with a built-in enable: 128
Share of post-route cells with drive strength above 1: 25.75%
Maxcap violations: 0
Worst slack, placed: -0.4097 ns
Overall Power: 23.92 mW
Tool warning count: 45
Tmin final: 3.667 ns
First-pass GRT wire length: 186.0 mm
CTS buffer count: 87
Reg2Reg Capture Point: stage2.match32Register$_DFF_P_
Clk_skew: 0.02277 ns
Clock Path Buffers: 3
Pin count of the biggest net entering global routing: 104
R2r worst-path depth: 8
Routed vias: 28490
IO Port Bufs: 86
Synthesis-to-layout area growth: 14.88%
Post-CTS sizing: 0
Row count: 132
Worst setup margin: 0.1328 ns
Setup Total Neg Slack: 0 ns
Pleak: 17.17 nW
FFs w/ async S/R, synth: 68.23%
Crit path DRT: 4.39 ns
Clock sinks: 831
Hold Startpoint: stage0.configRegister[27]$_DFFE_PP0P_
Initial antenna violation count: 23
CTS root buf: clkbuf_16
Hold bufs inserted after CTS: 0
Final Wtd Congestion: 0.9283
Met2 routed WL: 56.18 mm
Area after DPL: 42590 um2
Crit Path Class: input port to register
Worst skew pair latency: 0.65 ns
Slew Viols, Final: 0
Number of remaining DRC errors: 0
Reg2reg start: stage2.configRegister[26]$_DFFE_PP0P_
Sw Ratio: 29.23%
Post-synth regs: 831
CP Data Arrival Time: 4.26 ns
Met1 wire length: 51.22 mm
Setup Fix Bufs, Post-CTS: 0
Mapped Cells: 3431
Mean routed wirelength per cell: 23.24 um
Worst-margin pin slew: 1.012 ns
H-tree depth: 3
## per-layer routing
metal | vias up | global-route usage [%]
met2 | 1072 | 29.18
met3 | 284 | 6.160
li1 | 12750 | -
met4 | 24 | 6.276
met5 | - | 0
met1 | 14360 | 27.05
## worst max-delay path, stage by stage
cell             delay, ns
clkdlybuf4s50_1       0.92
xor2_1                0.38
a21oi_1               0.16
o32ai_1               0.09
nor4_1                0.66
nand3_1               0.13
nor4_1                0.81
maj3_1                0.32
## Yosys cell counts (all sizes together), types with 80 or more instances
master / number
a21oi: 192
nand2: 414
clkbuf: 180
xor2: 112
a211oi: 127
mux2: 607
edfxtp: 128
dfrtp: 567
dfxtp: 136
a31oi: 103
nor2: 80
o21ai: 182
## through the flow
stage	util, %	std cells	hold WS [ns]
finish	34.91	5298	0.4353
global placement	32.72	5132	0.4256
floorplan	-	3431	0.4093
CTS	34.91	5295	0.4391
detailed placement	32.72	5132	0.4251
global route	34.91	5295	0.4636
## power groups by stage
stage	clock network (mW)	logic, mW	registers [mW]
after CTS	8.68	4.25	11.1
after global routing	9.04	4.68	11.3
final	8.55	4.25	11.1
## how the worst max path moves through the flow
stage | from | to | slack, ns
6_report | dataIn[4] | stage2.match32Register$_DFF_P_ | 0.13
5_1_grt | dataIn[4] | stage2.match32Register$_DFF_P_ | 0.17
4_1_cts | dataIn[4] | stage2.match32Register$_DFF_P_ | 0.30
## cell usage in the layout, fill, tap and decap left out, drive strengths merged, types with 32 or more instances in the layout
cell type and n:
a22oi 39, o21ai 182, dfxtp 136, mux2 607, a211oi 127, dfrtp 567
xor2 112, clkdlybuf4s50 71, clkbuf 138, nand3 36, inv 43, mux4 40
a21oi 192, nand2 414, a31oi 103, buf 123, xnor2 48, ha 32
edfxtp 128, nor2 80
## logic make-up after synthesis
logic type | count (synthesis) | synth area share, %
flip-flops | 831 | 52.48
multiplexers | 666 | 20.05
XOR/XNOR | 160 | 3.543
buffers and inverters | 279 | 2.702
adder cells (fa/ha/maj) | 36 | 1.114
AND-OR/OR-AND | 787 | 12.55
AND/OR/NAND/NOR | 672 | 7.564
## final cells by class
| class | instances | area (um2) |
|---|---|---|
| Inverter | 43 | 167.7 |
| Antenna cell | 3 | 7.507 |
| Fill cell | 12750 | 84710 |
| Timing Repair Buffer | 195 | 1757 |
| Sequential cell | 831 | 20750 |
| Multi-Input combinational cell | 2321 | 17730 |
| Clock inverter | 26 | 264.0 |
| Clock buffer | 137 | 2579 |
| Tap cell | 1742 | 2180 |
No activity file was given, so power comes from the tool's default toggle rates.
